<file path="flow/constraint.sdc">
current_design mod9_sync

set clk_period 1.7
set clk_io_pct 0.2

create_clock -name clk0 -period $clk_period [get_ports {clk}]

set non_clock_inputs [all_inputs -no_clocks]
set_input_delay [expr $clk_period * $clk_io_pct] -clock clk0 $non_clock_inputs
set_output_delay [expr $clk_period * $clk_io_pct] -clock clk0 [all_outputs]
</file>
<file path="flow/run.sh">
#!/bin/bash
# OpenROAD 26Q1-2900-gdf79404cd8, Yosys 0.63+post, stock flow scripts
make -C /OpenROAD-flow-scripts/flow DESIGN_CONFIG=/design/flow/config.mk WORK_HOME=/design/flow/orfs finish
</file>
<file path="flow/config.mk">
export PLATFORM = sky130hd
export DESIGN_NAME = mod9_sync
export DESIGN_NICKNAME = mod9_sync
export VERILOG_FILES = /design/flow/design.v
export SDC_FILE = /design/flow/constraint.sdc
export NUM_CORES = 4
export LEC_CHECK = 1
export CORE_AREA = 10 10 70 70
export DIE_AREA = 0 0 80 80
</file>
<file path="flow/design.v">
module mod9_sync(input clk,rst,
			output reg [4:0]y);
reg [4:0]counter=0;
always @ (posedge clk)
	begin
		if (rst)
			begin
				counter <= (counter == 4'b1000)? 0:(counter +4'd1);
				y<=counter;
			end  
		else
			begin
				counter <=0;	
				y<=0;			  		  
			end
	end
endmodule
</file>
==> impl_metrics.ini <==
; synthesis and place-and-route metrics
[clocking]
cts_resized = 0
cts_sinks = 10
cts_tree = built
hold_buffers = 0
cts.htree.levels = 1
clk_pin_slew_worst_paths_ps = 60
clock_path_buffers = 2
root_buffer = clkbuf_4
cts_buffers = 3
worstSkewPairLatency_ps = 260
postCtsSetupBuffers = 0

[worst_setup_path]
critPathMaxStageDelay_ps = 450
end_kind = output pin
r2r_start = counter[0]
crit_buf_inv = 1
cpMaxStageDelayCell = clkdlybuf4s50_1
crit_start = y[4]
crit_required_ps = 1360
crit_family = buffers and inverters
cp_cell_sequence = clkdlybuf4s50_1
cp-start-kind = register
cp_max_fo = 1
cp.arrival_ps = 1020
crit_type = reg2out

[yosys]
synth_flops = 10
top_area_share_pct = 51.6
yosys_cells = 31
ys_seq_share_pct = 51.6
ys_area_um2 = 388
syn_inst = 31
synth.yosys.warnings = 1
yosysTopAreaCell = dfxtp_1
synthesis.area_um2 = 388
synth.area.top_cells = dfxtp_1 52%, and2_1 6.5%, ha_1 6.5%
ys_types = 16
avgSynthCellArea_um2 = 12.5

[routing]
dr_wl_met2_um = 245
routed.top_layer = met3
dr.pass1.iters = 2
drt_iter0_drc = 30
wl_per_cell_um = 6.56
final_antenna_net_count = 0
wl_um = 571
avgViaCountPerCell = 2.75
antenna-diode-count = 0
dr_total_vias = 239
drcViolationCount = 0
wl_met1_um = 256
dr_wl_met3_um = 69

[sta]
finClkSkew_ps = 0.358
layout_setup_ws_ps = 343
finalHoldViolCount = 0
setup_violations = 0
hold_ws_ps = 502
max_freq_mhz = 737
period_used_pct = 79.9
maxSlewViolCount = 0
relSlewSlack_pct = 77.9
worst_pin_slew_ps = 329
finalCriticalPeriod_ps = 1360
tns_ps = 0
rsz0062_at_grt = no

[floorplan]
die_w_um = 80
die.size.y_um = 80
chip_area_mm2 = 0.00640
fp_util_pct = 11.4
num_rows = 21
io_pins = 7
core-area_mm2 = 0.00342

[place]
placed_cell_area_um2 = 505
dp_slack_ps = 215
dp.cells = 83
place_congestion = 0.685
port_buffers = 6

[global_route]
overflow = 0
grt_pass1_vias = 217
track_usage_pct = 1.97
grt_max_degree = 11
antenna_found_initial = 0
grt_pass1_wl_um = 993

[hold_path]
min_path_type = reg2reg
hp-start = counter[4]

[power]
p_sw_mw = 0.0951
power.internal_mw = 0.394
p_leak_nw = 0.194
combPwrFrac_pct = 6.3
swShare_pct = 19.4
pwr-share-seq_pct = 51.8
vdd_drop_max_uv = 198
p_total_mw = 0.489
p_clk_share_pct = 41.9
p_per_area_mw_per_mm2 = 903

[outcome]
status = finished, final reports clean

[job]
tool_warnings = 26
drv_cap = 0

[final_layout]
layout.cells.non_filler = 87
final_area_um2 = 542
area.growth.synth_to_final_pct = 39.7
layout-drive-gt1-share_pct = 26.8
final_util_pct = 15.9
==> power by group through the flow <==
stage / Combinational [mW] / Clock (mW) / Sequential [mW]
4_1_cts: 0.0317 / 0.215 / 0.253
5_1_grt: 0.0352 / 0.231 / 0.255
6_report: 0.0308 / 0.205 / 0.253
==> routing by layer <==
layer	vias to the layer above	GRT usage (%)
li1	127	-
met1	107	2.41
met2	5	2.33
met3	0	2.16
met4	0	0.176
met5	-	0
==> flip-flops by register name, summed over array words and instances, names as in the netlist <==
register / flops
counter: 5
y: 5
==> Yosys cell counts (all sizes together) <==
| cell | instances |
|---|---|
| dfxtp | 10 |
| and2 | 5 |
| ha | 2 |
| nor2b | 1 |
| o21ai | 1 |
| and4 | 1 |
| a21oi | 1 |
| mux2 | 1 |
| inv | 2 |
| nor4 | 1 |
| nand3 | 1 |
| and3b | 1 |
| nor3b | 2 |
| xnor2 | 1 |
| and4bb | 1 |
==> kinds of logic after synthesis <==
| family | after synthesis | synth area share [%] |
|---|---|---|
| multiplexers | 1 | 2.90 |
| flip-flops | 10 | 51.6 |
| XOR/XNOR | 1 | 2.26 |
| adder cells (fa/ha/maj) | 2 | 6.45 |
| buffers and inverters | 2 | 1.94 |
| AND-OR/OR-AND | 2 | 2.58 |
| AND/OR/NAND/NOR | 13 | 32.3 |
==> layout make-up <==
| class | count | area, µm² |
|---|---|---|
| inverters | 2 | 7.51 |
| well taps | 46 | 57.6 |
| fillers | 387 | 2870 |
| repair buffers | 6 | 60.1 |
| flip-flops and latches | 10 | 200 |
| multi-input cells | 19 | 180 |
| clock buffers | 4 | 36.3 |
==> final timing paths <==
check                           slack (ps)          to  depth (start not counted)
worst max-delay path                   340        y[4]                          1
worst min-delay path                   500        y[4]                          1
worst max register to register         460  counter[3]                          4
worst min register to register         500        y[4]                          1
==> layout by cell type, fill, tap and decap left out <==
cell,synthesis,routed
mux2_2,1,1
ha_1,2,2
and3b_1,1,1
nor4_4,1,1
nand3_1,1,1
and2_1,4,4
xnor2_1,1,1
o21ai_0,1,1
a21oi_1,1,1
inv_1,2,2
and4_2,1,1
clkdlybuf4s50_1,0,6
nor2b_1,1,1
clkbuf_8,0,1
and2_2,1,1
nor3b_2,2,2
dfxtp_1,10,10
clkbuf_4,0,3
and4bb_4,1,1
Power is estimated from default activity; no workload was simulated.
